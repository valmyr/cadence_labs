File: run.sh
#!/bin/bash
# OpenROAD 26Q1-2900-gdf79404cd8, Yosys 0.63+post, stock flow scripts
make -C /OpenROAD-flow-scripts/flow DESIGN_CONFIG=/design/flow/config.mk WORK_HOME=/design/flow/orfs finish
File: config.mk
export PLATFORM = sky130hd
export DESIGN_NAME = memory
export DESIGN_NICKNAME = memory
export VERILOG_FILES = /design/flow/design.v
export SDC_FILE = /design/flow/constraint.sdc
export NUM_CORES = 4
export LEC_CHECK = 1
export CORE_UTILIZATION = 40
File: constraint.sdc
current_design memory

set clk_period 5.3
set clk_io_pct 0.2

create_clock -name clk0 -period $clk_period [get_ports {clk}]

set non_clock_inputs [all_inputs -no_clocks]
set_input_delay [expr $clk_period * $clk_io_pct] -clock clk0 $non_clock_inputs
set_output_delay [expr $clk_period * $clk_io_pct] -clock clk0 [all_outputs]
File: design.v
module memory#(
    parameter AWIDTH = 5,
    parameter DWIDHT = 8
)( 
    input clk,
          wr,
          rd,
    input [AWIDTH-1:0] addr,
    inout [DWIDHT-1:0] data
);
    reg [AWIDTH-1:0][DWIDHT-1:0] my_memory;
    reg [DWIDHT-1:0]  data_out;
    wire [DWIDHT-1:0] data_in;
    always@(posedge clk)begin
        casez({wr,rd})
            2'b10:my_memory[addr] <= data_in; 
            2'b01:data_out <= my_memory[addr]; 
        endcase
    end
    assign data_in = wr ?    data : 0;
    assign data    = rd ? data_out: 0;
endmodule
==> results.toml <==
# flow metrics
[sta]
setup_viol = 0
period_needed_ns = 4.05
finalHoldViolations = 0
fin_setup_tns_ns = 0
rsz0062_at_grt = "no"
tightest_slew_ns = 0.770
slew_headroom = 0.485
fin_skew_ns = 0.00400
fin_crit_sh = 0.765
fmax_mhz = 247
finalMaxSlewViolations = 0

[power]
fin_total_pwr_mw = 0.737
p_per_area_nw_per_um2 = 257
power.leakage_nw = 1.09
ir_worst_vdd_v = 0.0000925

[setup_path]
required_ns = 5.36
cp.arrival_ns = 4.11
cpMostUsedCell = "ha_1"
critPathTopFamily = "simple AND/OR/NAND/NOR gates"
crit_path_top_delay_cell = "or3b_2"
max_stage_delay_ns = 0.48
crit_chain = "clkdlybuf4s50_1 > buf_4 > inv_1 > ha_1 > or3b_2 > ha_1 > nand2b_1 > a21oi_1 > nand4_2 > mux2_2"
r2r_start = "data_out[6]"
crit_fanout = 16
worst_setup_path_start_kind = "input port"
critical_path_class = "in2reg"
path_buffers = 3
crit_path_start = "addr[0]"
end_kind = "flip-flop"

[logic_synthesis]
synthArstFlopShare = 0
ys_ff = 48
yosysWarnings = 1
top_cells_by_area = "edfxtp_1, mux2_2, mux2_4"
synthCells = 191
edf_count = 48
synth_seq_share = 0.552
ys_area_sq_um = 2610
avgSynthCellArea_sq_um = 13.7
flop_cell = "edfxtp_1"
yosys-stat-cells = 191
synth_area_leader_cell = "edfxtp_1"
synth_cell_types = 32
synth_top_area_share = 0.552
synthesis.area_sq_um = 2610

[floorplanning]
num_rows = 29
fp.dieH_microns = 82.8
chip_area_sq_um = 6860
die_width_microns = 82.8
io_pins = 16
initial_utilization = 0.414
core_area_sq_um = 6310

[place]
place_congestion = 0.801
port_buffers = 7
hpwl_microns = 3430
post_dp_cell_area_sq_um = 2780

[detailed_routing]
dr.first_iter.drc_count = 60
ant_nets = 0
finalWirelength_microns = 5490
post-route-drc-count = 0
drt-wirelength-per-cell_microns = 19.6
num_vias = 1621
dr.pass1.iters = 4
insertedDiodeCount = 0
viasPerCell = 5.79

[final_layout]
final_cell_area_sq_um = 2860
drive_above_1_share = 0.296
fill_cells = 553
area_growth_pct = 9.63

[outcome]
outcome = "complete, no violations"

[cts]
cts_buffers = 5
clkTransAtPathRegs_ns = 0.09
clk_latency_ns = 0.30
post_cts_resize_count = 0
cts_buffer_depth = 2
clock-sinks = 48
htree_levels = 2
root_buffer = "clkbuf_8"
post-cts-setup-buffers = 0
cts_hold_buf = 0
cts_tree = "yes"

[min_path]
min_from = "my_memory[37]"
min_path_type = "reg2reg"

[global_route]
grt_max_degree = 22
grt_antenna_before_repair = 0
grt_usage = 0.178
grt.overflow.total = 0
grt_pass1_vias = 1672
grt_pass1_wl_microns = 8980

[job]
warning_count = 25
maxCapViolations = 0
## through the flow
stage / setup slack (ns) / cells / hold slack (ns) / utilization
2_1_floorplan: 1.57 / 191 / 0.550 / -
3_3_place_gp: 0.987 / 272 / 0.562 / 0.440
3_5_place_dp: 0.932 / 272 / 0.567 / 0.440
4_1_cts: 1.24 / 280 / 0.587 / 0.454
5_1_grt: 1.05 / 280 / 0.603 / 0.454
6_report: 1.25 / 280 / 0.586 / 0.454
## sequential cells by signal, indices dropped and copies added, names as in the netlist
signal	cells
my_memory	40
data_out	8
## cell type report
cell class              instances  area [sq um]  area share
well taps                      77          96.3      0.0336
clock buffers                   6          72.6      0.0253
clock inverters                 2          11.3     0.00393
inverters                      10          37.5      0.0131
repair buffers                 12           108      0.0376
multi-input cells             125          1100       0.383
flip-flops and latches         48          1440       0.503
## cells in the mapped netlist, types with 2 or more instances
library cell and number:
mux2i_1 8, nand2_1 2, inv_1 9, clkbuf_1 4, and3_1 16, buf_2 2, o21ai_0 8, ha_1 2
nand2b_1 2, edfxtp_1 48, nor2b_1 3, and2_1 9, o22ai_1 14, mux2_2 32, nand4_2 3, nor2_1 5
mux2_4 8, nor3_1 2
## cell usage in the layout (no fill, tap or decap), types with 3 or more instances in the layout
| cell | instances |
|---|---|
| and2_1 | 9 |
| and3_1 | 16 |
| buf_4 | 5 |
| clkbuf_8 | 5 |
| clkdlybuf4s50_1 | 7 |
| edfxtp_1 | 48 |
| inv_1 | 9 |
| mux2_2 | 32 |
| mux2_4 | 8 |
| mux2i_1 | 8 |
| nand4_2 | 3 |
| nor2_1 | 5 |
| o21ai_0 | 8 |
| o22ai_1 | 14 |
## final timing paths
check | slack (ns) | end | cells after the start
worst min register to register | 0.59 | my_memory[37] | 1
worst max-delay path | 1.25 | my_memory[34] | 10
worst max register to register | 4.12 | my_memory[38] | 2
worst min-delay path | 0.59 | my_memory[37] | 1
## metal layers
metal	up-vias	share of wire	track usage
li1	758	-	-
met1	783	0.45	0.274
met2	72	0.45	0.253
met3	8	0.086	0.0878
met4	0	0.013	0.0188
met5	-	0	0
## where the power goes
group          total, mW  leakage (nW)  switching [mW]  internal [mW]
combinational     0.0834         0.594          0.0459         0.0375
clock              0.212        0.0388           0.121         0.0917
sequential         0.441         0.455         0.00660          0.435
total              0.737          1.09           0.173          0.564
## kinds of logic after synthesis
group	share of synthesized area
AND/OR/NAND/NOR	0.125
AND-OR/OR-AND	0.0685
flip-flops	0.552
buffers and inverters	0.0311
multiplexers	0.215
adder cells (fa/ha/maj)	0.00958
No activity file was given, so power comes from the tool's default toggle rates.
