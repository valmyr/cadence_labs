### /design/flow/design.v
module register#(localparam WIDTH = 8)(
    input [WIDTH-1:0] data_in,
    input load,
          clk,
          rst,
    output reg [WIDTH-1:0] data_out
);
    reg [WIDTH-1:0] temporary_data_out;
    always@(posedge clk)begin
        temporary_data_out <= rst ? 0 : data_in;
    end
    assign data_out = load ? temporary_data_out : 0;
endmodule
### /design/flow/run.sh
#!/bin/bash
# OpenROAD 26Q1-2900-gdf79404cd8, Yosys 0.63+post, stock flow scripts
make -C /OpenROAD-flow-scripts/flow DESIGN_CONFIG=/design/flow/config.mk WORK_HOME=/design/flow/orfs finish
### /design/flow/config.mk
export PLATFORM = sky130hd
export DESIGN_NAME = register
export DESIGN_NICKNAME = register
export VERILOG_FILES = /design/flow/design.v
export SDC_FILE = /design/flow/constraint.sdc
export NUM_CORES = 4
export LEC_CHECK = 1
export CORE_AREA = 10 10 70 70
export DIE_AREA = 0 0 80 80
### /design/flow/constraint.sdc
current_design register

set clk_period 1.0
set clk_io_pct 0.2

create_clock -name clk0 -period $clk_period [get_ports {clk}]

set non_clock_inputs [all_inputs -no_clocks]
set_input_delay [expr $clk_period * $clk_io_pct] -clock clk0 $non_clock_inputs
set_output_delay [expr $clk_period * $clk_io_pct] -clock clk0 [all_outputs]
==> Slide: Implementation Results <==
Physical Implementation Snapshot

STA
  – Min Tclk post-route: between 0.9 and 1 ns
  – Max Freq: 1020 MHz
  – Tcrit/Tclk final: between 90 and 100%
  – Final WS setup: ~0.018 ns
  – Slew headroom: between 80 and 90%
  – RSZ-0062 raised after global routing: true
  – Final setup viols: 0
  – Setup TNS: 0 ns
  – Max Slew Vio Count: 0
  – Worst hold margin: 0.509 ns
  – Final Hold Vio Count: 0
  – Slew @ Worst Pin: around 0.27 ns

Min path
  – Min-Delay Path Depth: 2
  – Worst hold path class: in2reg
  – Hold Startpoint: data_in[2]
  – Hold Crit Endpoint: temporary_data_out[2]

Setup path
  – WS Path Type: reg2out
  – Crit path DRT: roughly 0.8 ns
  – Startpoint types: flip-flop
  – CP arrival: around 0.78 ns
  – CP startpoint: temporary_data_out[3]
  – CP max FO: 1
  – CP endpoint kind: primary output

Synth
  – Largest cells by area: dfxtp_1 62%, and2_1 19%, nor2b_1 19%
  – Cell type with the largest total area: dfxtp_1
  – Mapped Area: between 200 and 300 sq um
  – Post-Syn Area per Cell: approximately 11 sq um
  – Mapped Cells: 24
  – # Cells Yosys: 24
  – Max-area cell share: 61.5%
  – Synth Seq Share: between 60 and 70%
  – Synth Warn #: 2
  – Area reported by Yosys stat: 260 sq um
  – Asr flop ratio synth: 0%
  – Top cells by count, synth: 8 x and2_1, 8 x dfxtp_1, 8 x nor2b_1
  – Top_reg_cell synth: dfxtp_1
  – #FFs+latches synth: 8
  – Post-synth EDFFs: 0
  – Synth cell types: 3

Power
  – Peak VDD IR: 219 uV
  – PwrDens: approximately 1300 mW/mm^2
  – Final Power: 641 uW
  – P_leak: approximately 0.20 nW

Flow run
  – Max Cap Viol: 0
  – Tool warnings: 26

Final layout
  – Sequential Area: approximately 160 sq um
  – Largest registers: temporary_data_out x8
  – Layout Cells excl Fill: between 90 and 100
  – Max FFs per register: 8
  – Fillers: 385
  – Layout cells sized above 1: about a quarter
  – Gate Area: approximately 100 sq um
  – Area growth from synthesis to layout: 84.1%
  – Register with the most flip-flops: temporary_data_out

Die
  – Die Ht: approximately 80 um
  – Site Rows: 21
  – Ports: 19
  – Die X: ~80 um
  – Core area: around 0.0034 sq mm
  – Die area: between 0.006 and 0.007 sq mm
  – Initial Utilization: 7.62%

Drt
  – Number of diodes: 0
  – Detailed Route WL: approximately 700 um
  – Initial DRC Count: 0
  – Routed vias/inst: between 2 and 2.5
  – Pre-Repair DR Iteration Count: 1
  – Routed via count: 223
  – Drt drc: 0
  – Number of antenna-violating nets in the routed design: 0
  – Wirelength per Cell: 7.79 um

Placed design
  – Placer congestion estimate: 0.696
  – Dpl ws: -0.588 ns
  – Placed insts: 88
  – Port Buf Inserts: 18

Global route
  – Gr usage total: under 10%
  – Largest net degree at the start of global routing: 9
  – Vias in the first global route: around 260
  – Initial antenna violation count: 0
  – Gr ovfl total: 0
  – First-pass GRT wire length: roughly 1100 um

CTS
  – Clock root buffer: clkbuf_4
  – CTS Buf Count: 3
  – CTS Sinks: 8
  – CTS clk-pin slew, worst paths: approximately 0.05 ns
  – CTS tree: done
  – H-tree depth: 1
  – Clock Path Buffers: 2

Outcome
  – Status: finished, final reports clean
[stage by stage]
step	instance area, sq um	util [%]
floorplan	260	-
global placement	498	14.6
detailed placement	498	14.6
CTS	479	14.0
global route	479	14.0
finish	479	14.0
[timing repair]
action	4_1_cts	5_1_grt
buffers inserted	0	0
endpoints found under the setup margin	8	8
hold buffers	0	0
gates resized	25	0
[layer usage]
metal	share of wire, %	track usage, %	vias up	wire (um)
met1	29	1.69	91	209
li1	-	-	115	-
met2	50	3.77	14	351
met5	0	0	-	0
met4	4.1	0.880	0	29
met3	17	1.48	3	119
[critical path, cell delays in order, from the launching register on]
cell     delay (ns)
dfxtp_1        0.29
and2_1         0.14
buf_2          0.11
[cell families after synthesis]
| kind of cell | count (synthesis) | synth area share (%) |
|---|---|---|
| flip-flops | 8 | 61.5 |
| AND/OR/NAND/NOR | 16 | 38.5 |
[how the worst max path moves through the flow]
stage,endpoint,slack [ns],cells past startpoint
after CTS,data_out[2],0.002,2
after global routing,data_out[6],-0.03,2
final,data_out[3],0.02,2
[layout make-up]
| class | count | area share (%) |
|---|---|---|
| sequential | 8 | 33.4 |
| timing repair buffer | 18 | 29.0 |
| clock buffer | 3 | 4.70 |
| tap | 46 | 12.0 |
| multi-input combinational | 16 | 20.9 |
[layout by cell type (no fill, tap or decap)]
cell             netlist  routed
buf_2                  0       8
nor2b_1                8       8
clkdlybuf4s50_1        0       9
dfxtp_1                8       8
and2_1                 8       8
dlygate4sd2_1          0       1
clkbuf_4               0       3
[report_power, final]
group          total [mW]  switching (mW)  internal [mW]
combinational      0.0729          0.0188         0.0541
sequential          0.340         0.00310          0.337
clock               0.228          0.0923          0.136
Power is estimated from default activity; no workload was simulated.
