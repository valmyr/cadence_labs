==> design.v <==
module controller#(localparam Width = 3)(input rst,
                                               zero,
                                               Phase,
                                         input wire [Width:0] Opcode,
                                         input      clk,
                                         output reg sel,
                                                    rd,
                                                    ld_ir,
                                                    halt,
                                                    inc_pc,
                                                    ld_ac,
                                                    wr,
                                                    ld_pc,
                                                    data_e
);
        parameter [3:0] INST_ADDR  = 4'h0,
                        INST_FETCH = 4'h1,
                        INST_LOAD  = 4'h2,
                        IDLE       = 4'h3,
                        OP_ADDR    = 4'h5,
                        OP_FETCH   = 4'h6,
                        ALU_OP     = 4'h7,
                        STORE      = 4'h8;
        reg [3:0] current_state, next_state;
        always@(*)begin
            case(current_state)
                 INST_ADDR : next_state = INST_FETCH;
                 INST_FETCH: next_state = INST_LOAD            ;
                 INST_LOAD : next_state = IDLE                 ;
                 IDLE      : next_state = OP_ADDR              ;
                 OP_ADDR   : next_state = OP_FETCH             ;
                 OP_FETCH  : next_state = ALU_OP               ;
                 ALU_OP    : next_state = STORE                ;
                 STORE     : next_state = INST_ADDR            ;
            endcase
        end
        always@(posedge clk)begin
            current_state <= rst ? 0 : next_state;
        end
        always@(*)begin
            case(current_state)
                INST_ADDR :{sel,rd,ld_ir,halt,inc_pc,ld_ac,ld_pc,wr,data_e} = 9'b1_0000_0000;
                INST_FETCH:{sel,rd,ld_ir,halt,inc_pc,ld_ac,ld_pc,wr,data_e} = 9'b1_1000_0000;
                INST_LOAD :{sel,rd,ld_ir,halt,inc_pc,ld_ac,ld_pc,wr,data_e} = 9'b1_1100_0000;
                IDLE      :{sel,rd,ld_ir,halt,inc_pc,ld_ac,ld_pc,wr,data_e} = 9'b1_1100_0000;
                OP_ADDR   :{sel,rd,ld_ir,halt,inc_pc,ld_ac,ld_pc,wr,data_e} = 9'b0_00z1_0000;
                OP_FETCH  :{sel,rd,ld_ir,halt,inc_pc,ld_ac,ld_pc,wr,data_e} = 9'b0_z000_000z;
                ALU_OP    :{sel,rd,ld_ir,halt,inc_pc,ld_ac,ld_pc,wr,data_e} = 9'b0_z000_0000;
                STORE     :{sel,rd,ld_ir,halt,inc_pc,ld_ac,ld_pc,wr,data_e} = 9'b0_z000_0000;
            endcase
        end
endmodule
==> run.sh <==
#!/bin/bash
# OpenROAD 26Q1-2900-gdf79404cd8, Yosys 0.63+post, stock flow scripts
make -C /OpenROAD-flow-scripts/flow DESIGN_CONFIG=/design/flow/config.mk WORK_HOME=/design/flow/orfs finish
==> config.mk <==
export PLATFORM = sky130hd
export DESIGN_NAME = controller
export DESIGN_NICKNAME = controller
export VERILOG_FILES = /design/flow/design.v
export SDC_FILE = /design/flow/constraint.sdc
export NUM_CORES = 4
export LEC_CHECK = 1
export CORE_AREA = 10 10 70 70
export DIE_AREA = 0 0 80 80
==> constraint.sdc <==
current_design controller

set clk_period 1.0
set clk_io_pct 0.2

create_clock -name clk0 -period $clk_period [get_ports {clk}]

set non_clock_inputs [all_inputs -no_clocks]
set_input_delay [expr $clk_period * $clk_io_pct] -clock clk0 $non_clock_inputs
set_output_delay [expr $clk_period * $clk_io_pct] -clock clk0 [all_outputs]
==> impl_metrics.json <==
{
  "hold_violations": 0,
  "hp-class": "primary input to register",
  "min_to": "current_state[3]$_SDFF_PP0_",
  "die_h_um": 80,
  "yosys_area_sq_um": 409,
  "ys_cells": 42,
  "die_w_um": 80,
  "initCoreUtil_pct": 12.0,
  "drt_iter0_markers": 10,
  "crit_slowest_cell": "clkdlybuf4s50_1",
  "ctsHoldBuffers": 0,
  "area_delta_synth_final_pct": 21.7,
  "dp_cells": 90,
  "fin_hold_ws_ns": 0.596,
  "grt_max_degree": 11,
  "cts_resized": 0,
  "dp_hpwl_um": 506,
  "ys_sh_mux_pct": 2.75,
  "num_rows": 21,
  "synth.top_cell.area_share_pct": 29.4,
  "synth_cell_type_count": 20,
  "hold_start": "rst",
  "period_minus_slack_ns": 0.679,
  "instances_no_fill": 93,
  "untimed_endpoints": 12,
  "path_delay_family": "buffers and inverters",
  "postCtsSetupRepairBufs": 0,
  "synthTopCellsByArea": "dlxtn_1 29%, dfxtp_1 20%, buf_4 11%, nor2b_1 7.6%, nor4b_2 3.7%",
  "via_per_inst": 2.69,
  "grt_pass1_wl_um": 1000,
  "simple_gate_share_pct": 24.5,
  "io_pins": 17,
  "min_delay_path_depth": 2,
  "crit_arrival_ns": 0.80,
  "max-cap-violations": 0,
  "logic_family": "simple AND/OR/NAND/NOR gates",
  "syn_inst": 42,
  "crit_chain": "clkdlybuf4s50_1 > nor2b_1",
  "max_stage_delay_ns": 0.53,
  "portBuffers": 5,
  "fin_util_pct": 14.6,
  "yosysWarningCount": 5,
  "cts_tree": "yes",
  "avgRoutedWirePerCell_um": 7.05,
  "numCtsBuffers": 3,
  "grt_antenna_before_repair": 0,
  "cts.reportedPaths.clkPinSlew_ns": 0.04,
  "wl_um": 656,
  "synth-edff-count": 0,
  "setup_viol": 0,
  "logic_area_sq_um": 164,
  "clock_path_buffers": 2,
  "tool_warnings": 31,
  "synth-compound-area-share_pct": 6.12,
  "worstPathRequired_ns": 1.12,
  "finalCritPeriodShare_pct": 67.9,
  "synth.cell_area_sq_um": 409,
  "num-fill-cells": 402,
  "fmax_ghz": 1.47,
  "grt_pass1_vias": 241,
  "run_status": "finished, final reports clean",
  "crit_buf_inv": 1,
  "core_area_sq_um": 3420,
  "critPathLaunchType": "primary input",
  "post-route-drc-count": 0,
  "clockRootBuffer": "clkbuf_4",
  "firstDrtPassIters": 3,
  "worst_setup_path_end_kind": "register",
  "h-tree-depth": 1,
  "ys_async_sr_fraction_pct": 0,
  "chipArea_sq_um": 6400,
  "routabilityCongestion": 0.713,
  "grt_overflow": 0,
  "ys_ff": 12,
  "synthFlopType": "dlxtn_1",
  "synth_top_cell_by_area": "dlxtn_1",
  "antenna_left": 0,
  "crit_fanout": 4,
  "xor_area_share_pct": 2.14,
  "p_per_area_nw_per_um2": 803,
  "grt_usage_pct": 1.91,
  "vias": 250,
  "drv_slew": 0,
  "p_leak_nw": 0.199,
  "drive_gt1_share_pct": 10.6,
  "rsz0062_at_grt": "false",
  "diodes": 0,
  "crit_type": "primary input to register",
  "setup_tns_ns": 0,
  "peakVddDrop_mv": 0.199,
  "seq_area_sq_um": 200,
  "synth_area_per_cell_sq_um": 9.74,
  "unclocked_regs": 8,
  "synthAdderAreaFrac_pct": 0
}
==> power by group <==
| part | switching [mW] | internal (mW) | leakage [nW] | total (mW) |
|---|---|---|---|---|
| Clock | 0.0636 | 0.134 | 0.0138 | 0.198 |
| Sequential | 0.00775 | 0.170 | 0.0968 | 0.178 |
| Combinational | 0.0104 | 0.0135 | 0.0881 | 0.0239 |
==> stage by stage <==
stage	area [sq um]	total power [mW]	setup WS (ns)
floorplan	424	0.212	0.664
global placement	475	0.205	0.0906
detailed placement	475	0.205	0.0718
CTS	498	0.413	0.320
global route	498	0.424	0.296
finish	498	0.400	0.321
==> registers in the layout, summed over array words and instances (netlist names) <==
register	count
current_state	4
inc_pc	1
ld_ir	1
next_state	4
rd	1
sel	1
==> placed cells by master (no fill, tap or decap) <==
cell type,n
and3b_1,1
conb_1,5
nor2b_1,5
a21oi_1,2
a31oi_1,1
inv_1,1
nand2b_1,2
dfxtp_1,4
a311oi_1,1
and3_1,1
xnor2_1,1
nor3b_1,1
clkbuf_4,3
dlxtn_1,8
or2_1,1
nor4b_2,1
nor2_1,2
nor3_1,1
mux2_2,1
clkdlybuf4s50_1,5
==> layout make-up <==
type | instances | area share, %
sequential | 12 | 40.2
clock buffer | 3 | 4.52
timing repair buffer | 5 | 10.1
tap | 46 | 11.6
inverter | 1 | 0.754
multi-input combinational | 26 | 32.9
==> cells by family after synthesis <==
group | after synthesis
XOR/XNOR | 1
multiplexers | 1
AND/OR/NAND/NOR | 15
flip-flops | 4
AND-OR/OR-AND | 4
latches | 8
other | 1
buffers and inverters | 8
==> Yosys cell counts, drive strengths merged (2+ instances only) <==
cell	n
a21oi	2
buf	7
dfxtp	4
dlxtn	8
nand2b	2
nor2	2
nor2b	5
==> layer usage <==
metal | global-route usage [%] | share of wire (%) | up-vias
met5 | 0 | 0 | -
met4 | 0.352 | 0 | 0
met3 | 1.14 | 6.6 | 0
met2 | 2.33 | 37 | 7
met1 | 2.77 | 56 | 107
li1 | - | - | 136
==> worst max path at each step <==
stage	from	to	cells after the start
CTS	rst	current_state[0]$_SDFF_PP0_	2
finish	rst	current_state[0]$_SDFF_PP0_	2
global route	rst	current_state[0]$_SDFF_PP0_	2
Power and IR drop assume default switching activity.
